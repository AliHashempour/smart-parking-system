==> design.v <==
`timescale 1ns / 1ps
module FSM(
	input [2:0] system_token,
   input request,
   input [7:0] TimeData,
   input reset,
   input clock,
   input confirm,
   input [2:0] user_token,
   output reg RegP,
   output reg RegQ
    );
 reg [2:0] Prstate, Nxtstate;
	 parameter S0 = 3'b000, S1 = 3'b001, S2 = 3'b101, S3 = 3'b111, S4 = 3'b110;
	 always @(posedge clock or negedge request)
	   begin
      if (~request) Prstate = S0;
      else Prstate = Nxtstate;
	  end
	  always @ (Prstate or confirm or request or TimeData)
	   case (Prstate)
            S0: if (request) Nxtstate = S1;
                  else Nxtstate = S0;
            S1: if (~request) Nxtstate = S0; 
                else if(request & ~confirm) Nxtstate = S1;
					 else if(request & confirm & system_token == user_token) Nxtstate = S2;
					 else if(request & confirm & system_token != user_token) Nxtstate = S4;
            S2: if (~request)Nxtstate = S0;
                else if(request & ~confirm) Nxtstate = S2;
					 else if(request & confirm) Nxtstate = S3;
			   S3: if(~request) Nxtstate = S0;
				    else if(request & confirm)
					 begin
					  if(TimeData[0] == 1'b1 & TimeData[1] == 1'b1 & TimeData[2] == 1'b1 & TimeData[3] == 1'b1 & TimeData[4] == 1'b1)
					   begin
						 RegP = 1'b1;
						 RegQ = 1'b0;
						end
					 else
					  begin
					   RegQ = 1'b1;
						RegP = 1'b0;
					  end
				   end
				S4: if(~request) Nxtstate = S0;
				    else Nxtstate = S4;
		endcase
endmodule
`timescale 1ns / 1ps
module controller(
	input [2:0] system_token,
	input request,
	input [7:0] TimeData,
	input reset,
	input clock,
	input confirm,
	input [2:0] user_token,
	output [7:0] data_Q,
	output [7:0] data_P
    );
     wire RegP,RegQ;
	 FSM fsm(system_token,request,TimeData,reset,clock,confirm,user_token,RegP,RegQ);
	 register reg1(TimeData,clock,reset,RegP,data_P);
	 register reg2(TimeData,clock,reset,RegQ,data_Q);
endmodule
`timescale 1ns / 1ps
module register(
	input [7:0] D,
	input CLK, 
	input RST,
	input en,
	output [7:0] Q
    );
	 reg [7:0] Q;
	 always @ (posedge CLK or negedge RST)
	     begin
				if(RST == 0)
					Q <= 8'b00000000;
				else if (en)
					Q <= D;
		  end
endmodule
==> run.sh <==
#!/bin/bash
# OpenROAD 26Q1-2900-gdf79404cd8, Yosys 0.63+post, stock flow scripts
make -C /OpenROAD-flow-scripts/flow DESIGN_CONFIG=/design/flow/config.mk WORK_HOME=/design/flow/orfs finish
==> config.mk <==
export PLATFORM = sky130hd
export DESIGN_NAME = controller
export DESIGN_NICKNAME = controller
export VERILOG_FILES = /design/flow/design.v
export SDC_FILE = /design/flow/constraint.sdc
export NUM_CORES = 4
export LEC_CHECK = 1
export CORE_AREA = 10 10 83 83
export DIE_AREA = 0 0 93 93
==> constraint.sdc <==
current_design controller

set clk_period 1.1
set clk_io_pct 0.2

create_clock -name clk0 -period $clk_period [get_ports {clock}]

set non_clock_inputs [all_inputs -no_clocks]
set_input_delay [expr $clk_period * $clk_io_pct] -clock clk0 $non_clock_inputs
set_output_delay [expr $clk_period * $clk_io_pct] -clock clk0 [all_outputs]
==> metrics.txt <==
# HELP chip_impl_metric Physical implementation figures
# TYPE chip_impl_metric gauge
chip_impl_metric{name="synth_cells",unit=""} 65
chip_impl_metric{name="synth-cells-yosys",unit=""} 65
chip_impl_metric{name="detailedPlacementHpwl",unit="mm"} 1.71
chip_impl_metric{name="final_cells",unit=""} 172
chip_impl_info{name="hold_path_class",value="in2async"} 1
chip_impl_metric{name="std_cell_rows",unit=""} 26
chip_impl_metric{name="final_hold_viol_count",unit=""} 0
chip_impl_metric{name="syn_to_final_growth",unit="%"} 53.6
chip_impl_metric{name="max_freq",unit="MHz"} 971
chip_impl_info{name="cts.root.buffer_cell",value="sky130_fd_sc_hd__clkbuf_8"} 1
chip_impl_metric{name="avgSynthCellArea",unit="um2"} 13.5
chip_impl_metric{name="first_iter_violations",unit=""} 13
chip_impl_metric{name="grt_first_pass_wirelength",unit="mm"} 3.27
chip_impl_metric{name="transition_time_of_the_tightest_slew_check_pin",unit="ns"} 0.404
chip_impl_metric{name="grt_overflow",unit=""} 0
chip_impl_metric{name="worst_ep_arrival_time",unit="ns"} 0.81
chip_impl_metric{name="drt_pre_antenna_iters",unit=""} 2
chip_impl_metric{name="yosysChipArea",unit="um2"} 877
chip_impl_metric{name="cts_hold_buf",unit=""} 0
chip_impl_metric{name="drtAntennaViolNets",unit=""} 0
chip_impl_metric{name="r2r_cells",unit=""} 2
chip_impl_info{name="synth_top_cell_by_area",value="sky130_fd_sc_hd__dfrtp_1"} 1
chip_impl_metric{name="count_of_unclocked_register_or_latch_pins",unit=""} 5
chip_impl_metric{name="placed_cells_incl_taps",unit=""} 167
chip_impl_metric{name="critPathRequiredTime",unit="ns"} 0.88
chip_impl_info{name="status",value="finished clean"} 1
chip_impl_metric{name="pin_count_of_the_biggest_net_entering_global_routing",unit=""} 17
chip_impl_metric{name="slew_viol_final",unit=""} 0
chip_impl_metric{name="min_period_over_period",unit="%"} 93.6
chip_impl_info{name="tritoncts",value="yes"} 1
chip_impl_info{name="r2r_start",value="reg2.Q[2]$_DFFE_PN0P_"} 1
chip_impl_metric{name="power.ir.vdd_worst",unit="uV"} 433
chip_impl_metric{name="routedWlPerCell",unit="um"} 11.8
chip_impl_metric{name="gp_routability_congestion",unit=""} 0.736
chip_impl_metric{name="ys_sh_xor",unit="%"} 3.00
chip_impl_info{name="cp_top_family",value="flip-flops"} 1
chip_impl_metric{name="leak",unit="nW"} 0.577
chip_impl_metric{name="hold_slack",unit="ns"} 0.204
chip_impl_metric{name="power.density_cell_area",unit="nW/um2"} 1180
chip_impl_metric{name="clock-skew-final",unit="ns"} 0
chip_impl_metric{name="final.setup.worst_slack",unit="ns"} 0.0702
chip_impl_metric{name="post_synth_fa_ha_maj_area_fraction",unit="%"} 0
chip_impl_metric{name="fp.dieArea",unit="um2"} 8650
chip_impl_info{name="endpoint_of_the_worst_register_to_register_path",value="reg2.Q[2]$_DFFE_PN0P_"} 1
chip_impl_metric{name="core_util_floorplan",unit="%"} 17.1
chip_impl_metric{name="clock.latency.late_pin",unit="ns"} 0.24
chip_impl_metric{name="floorplan.core_area",unit="um2"} 5140
chip_impl_metric{name="antenna_found_initial",unit=""} 0
chip_impl_metric{name="critPathBufInv",unit=""} 1
chip_impl_metric{name="critical-path-max-stage-delay",unit="ns"} 0.38
chip_impl_info{name="critPathLaunchType",value="flop"} 1
chip_impl_info{name="criticalPathCategory",value="reg2out"} 1
chip_impl_metric{name="log.warning_count",unit=""} 25
chip_impl_metric{name="total_routing_resource_utilization_after_global_routing",unit="%"} 4.58
chip_impl_metric{name="h-tree-depth",unit=""} 1
chip_impl_info{name="worstSetupEndpointType",value="primary output"} 1
chip_impl_metric{name="die_w",unit="um"} 93
chip_impl_metric{name="diode_count",unit=""} 0
chip_impl_metric{name="dieHeight",unit="um"} 93
chip_impl_info{name="crit_chain",value="clkdlybuf4s15_1"} 1
chip_impl_metric{name="finalSetupTns",unit="ns"} 0
chip_impl_metric{name="cts.clk_slew.worst_paths",unit="ns"} 0.06
chip_impl_metric{name="post_synth_num_cell_types",unit=""} 18
chip_impl_metric{name="cts_buffers",unit=""} 3
chip_impl_info{name="ys_top_cells_by_area",value="sky130_fd_sc_hd__dfrtp_1 54%, sky130_fd_sc_hd__mux2_2 21%, sky130_fd_sc_hd__dlxtn_1 8.6%"} 1
chip_impl_metric{name="yosys.area_share.simple",unit="%"} 8.99
chip_impl_metric{name="synth.cell_area",unit="um2"} 877
chip_impl_metric{name="setup_viol",unit=""} 0
chip_impl_metric{name="number_of_buffer_cells_added_on_primary_ports",unit=""} 33
chip_impl_metric{name="grt_pass1_vias",unit=""} 698
chip_impl_metric{name="proportion_of_layout_cells_with_a_drive_suffix_above_1",unit="%"} 20.6
chip_impl_metric{name="unconstrained_endpoints",unit=""} 8
chip_impl_metric{name="ys_sh_mux",unit="%"} 20.5
chip_impl_info{name="cpMaxStageDelayCell",value="sky130_fd_sc_hd__dfrtp_1"} 1
chip_impl_metric{name="io_pins",unit=""} 34
chip_impl_metric{name="critPathMaxFanout",unit=""} 2
chip_impl_metric{name="filler_instances",unit=""} 552
chip_impl_metric{name="synth.cellmix.compoundShare",unit="%"} 3.42
chip_impl_metric{name="post_drt_via_cell_ratio",unit=""} 3.60
chip_impl_metric{name="min_period",unit="ns"} 1.03
chip_impl_metric{name="relSlewSlack",unit="%"} 73.1
chip_impl_metric{name="yosys_warnings",unit=""} 2
chip_impl_metric{name="drc_errors",unit=""} 0
chip_impl_metric{name="detailroute.via_count",unit=""} 620
chip_impl_metric{name="max-clock-path-buffers",unit=""} 2
chip_impl_info{name="logic_family",value="multiplexers"} 1
chip_impl_metric{name="numSynthFlops",unit=""} 24
chip_impl_metric{name="wl",unit="mm"} 2.02
chip_impl_metric{name="detailedPlace.worstSlack",unit="ns"} 0.0278
chip_impl_metric{name="setup.reg_to_reg.worst_slack",unit="ns"} 0.24
chip_impl_info{name="layout_top_cell_excl_fill_tap",value="sky130_fd_sc_hd__dfrtp_1"} 1
chip_impl_info{name="rsz0062_at_grt",value="no"} 1
chip_impl_metric{name="area_leader_share",unit="%"} 54.2
chip_impl_metric{name="timing.max_cap.violations",unit=""} 0
chip_impl_info{name="most-common-layout-cells",value="19 x sky130_fd_sc_hd__dfrtp_1, 17 x sky130_fd_sc_hd__clkdlybuf4s50_1, 16 x sky130_fd_sc_hd__mux2_2, 16 x sky130_fd_sc_hd__clkdlybuf4s15_1, 5 x sky130_fd_sc_hd__dlxtn_1"} 1
==> logic make-up (layout without fill, tap and decap cells) <==
family,Yosys count,in the layout
mux,16,16
latches,5,5
simple gates,15,15
flops,19,19
compound gates,4,4
xor+xnor,3,3
buf+inv,3,40
==> synthesized netlist by cell type, drive strengths merged <==
| library cell | instances |
|---|---|
| o311a | 1 |
| inv | 1 |
| nand3b | 1 |
| o21a | 1 |
| dfrtp | 19 |
| nor2 | 3 |
| o21ai | 1 |
| and3 | 2 |
| mux2 | 16 |
| nor3 | 1 |
| nor3b | 2 |
| nand3 | 1 |
| nand2 | 4 |
| xor2 | 3 |
| clkbuf | 2 |
| dlxtn | 5 |
| or4 | 1 |
| a21o | 1 |
==> layout make-up <==
| class | instances | area (um2) | area share [%] |
|---|---|---|---|
| multi-input combinational | 38 | 315 | 23.4 |
| clock buffer | 4 | 45.0 | 3.34 |
| inverter | 1 | 3.75 | 0.279 |
| tap | 70 | 87.6 | 6.50 |
| sequential | 24 | 551 | 40.9 |
| timing repair buffer | 35 | 345 | 25.6 |
==> repair_timing <==
item                                    in CTS  in global routing
resized                                     20                 12
pin swaps                                    0                  0
setup buffers                                1                  0
endpoints found under the setup margin      16                 12
==> per-stage QoR <==
stage               power, mW  utilization [%]  cell area [um2]
CTS                      1.61             25.9             1330
global route             1.70             26.2             1350
floorplan               0.913                -              877
detailed placement       1.20             25.2             1290
finish                   1.60             26.2             1350
global placement         1.19             25.2             1290
==> flip-flops by register name (all words and copies together) (netlist names) <==
register      count
fsm.Nxtstate      3
fsm.Prstate       3
fsm.RegP          1
fsm.RegQ          1
reg1.Q            8
reg2.Q            8
==> power breakdown <==
group	switching [mW]	internal [mW]	leakage, nW
clock network	0.196	0.256	0.0228
logic	0.0812	0.231	0.284
registers	0.0432	0.788	0.270
==> worst max path at each step <==
stage / startpoint / endpoint / cells after the start
after CTS: reg1.Q[3]$_DFFE_PN0P_ / data_P[3] / 1
after global routing: reg2.Q[7]$_DFFE_PN0P_ / data_Q[7] / 1
final: reg2.Q[6]$_DFFE_PN0P_ / data_Q[6] / 1
==> layer usage <==
metal	GRT usage, %	vias up	wire length (um)
li1	-	299	-
met3	2.99	0	288
met4	0.386	0	0
met2	6.19	33	703
met1	6.23	288	1030
met5	0	-	0
Power figures rest on the tool's default switching activity, not on a simulated workload.
