==> flow/design.v <==
`timescale 1ns / 1ps
module adder_subtractor4bit(
	input [3:0] A ,
	input [3:0] B ,
	input sel ,  
	output [3:0] S ,
	output cout
    );
	wire cout1, cout2, cout3;
	fullAdder f0(
		.a(A[0]) ,
		.b(B[0]) ,
		.cin(sel) ,
		.sel(sel) ,
		.sum(S[0]) ,
		.cout(cout1)
		);
	fullAdder f1(
		.a(A[1]) ,
		.b(B[1]) ,
		.cin(cout1) ,
		.sel(sel) ,
		.sum(S[1]) ,
		.cout(cout2)
		);
	fullAdder f2(
		.a(A[2]) ,
		.b(B[2]) ,
		.cin(cout2) ,
		.sel(sel) ,
		.sum(S[2]) ,
		.cout(cout3)
		);	
	fullAdder f3(
		.a(A[3]) ,
		.b(B[3]) ,
		.cin(cout3) ,
		.sel(sel) ,
		.sum(S[3]) ,
		.cout(cout)
		);
endmodule
`timescale 1ns / 1ps
module fullAdder(
	input a ,
	input b ,
	input cin,
	input sel ,
	output sum ,
	output cout
    );
	wire bAfterSelect;
	xor xorIC(bAfterSelect, b, sel);
	wire wab0, waci, wbci0;
	xor (sum, a, bAfterSelect, cin);
	and (wab0, a, bAfterSelect);
	and (waci, a, cin);
	and (wbci0, bAfterSelect, cin);
	or (cout, wab0, waci, wbci0);
endmodule
`timescale 1ns / 1ps
module parking_capacity_number(
	new_capacity,
	parked,
	empty
    );
	input [7:0] new_capacity;
	output [3:0] parked;
	output [3:0] empty; 
   wire [3:0] wire1;
	wire [3:0] wire2;
	wire [3:0] wire3;
	wire [3:0] wire4;
	wire [3:0] wire5;
	wire [3:0] wire6;
	wire [3:0] wire7;
	wire carry_out;
	wire carry_out1;
	wire carry_out2;
	wire carry_out3;
	wire carry_out4;
	wire carry_out5;
	wire carry_out6;
	wire carry_out7;
   wire carry_out8;
	adder_subtractor4bit as1({3'b000, new_capacity[0]}, 4'b0000,1'b0, wire1, carry_out);
	adder_subtractor4bit as2({3'b000, new_capacity[1]}, wire1, 1'b0, wire2, carry_out1);
	adder_subtractor4bit as3({3'b000, new_capacity[2]}, wire2, 1'b0, wire3, carry_out2);
	adder_subtractor4bit as4({3'b000, new_capacity[3]}, wire3, 1'b0, wire4, carry_out3);
	adder_subtractor4bit as5({3'b000, new_capacity[4]}, wire4, 1'b0, wire5, carry_out4);
	adder_subtractor4bit as6({3'b000, new_capacity[5]}, wire5, 1'b0, wire6, carry_out5);
	adder_subtractor4bit as7({3'b000, new_capacity[6]}, wire6, 1'b0, wire7, carry_out6);
	adder_subtractor4bit as8({3'b000, new_capacity[7]}, wire7, 1'b0, empty, carry_out7);
   adder_subtractor4bit as9(4'b1000, empty, 1'b1, parked, carry_out8);
endmodule
==> flow/run.sh <==
#!/bin/bash
# OpenROAD 26Q1-2900-gdf79404cd8, Yosys 0.63+post, stock flow scripts
make -C /OpenROAD-flow-scripts/flow DESIGN_CONFIG=/design/flow/config.mk WORK_HOME=/design/flow/orfs finish
==> flow/config.mk <==
export PLATFORM = sky130hd
export DESIGN_NAME = parking_capacity_number
export DESIGN_NICKNAME = parking_capacity_number
export VERILOG_FILES = /design/flow/design.v
export SDC_FILE = /design/flow/constraint.sdc
export NUM_CORES = 4
export LEC_CHECK = 1
export CORE_AREA = 10 10 70 70
export DIE_AREA = 0 0 80 80
==> flow/constraint.sdc <==
current_design parking_capacity_number

set clk_period 4.4
set clk_io_pct 0.2

create_clock -name clk0 -period $clk_period

set non_clock_inputs [all_inputs -no_clocks]
set_input_delay [expr $clk_period * $clk_io_pct] -clock clk0 $non_clock_inputs
set_output_delay [expr $clk_period * $clk_io_pct] -clock clk0 [all_outputs]
==> summary.txt <==
flow finished, numbers: status=finished with violations, failing checks=negative setup slack, grt total ovfl=0, hpwl dp=741 um, GPL Wtd Cong=roughly 0.75, overall routing resource usage=2.86%, worst slew pin tran=about 220 ps, Avg Inst Size Synth=roughly 11 sq um, Worst slew margin=a little under nine tenths, CP max FO=2, P_leak=between 0.3 and 0.4 nW, final setup fails=6, Final Instance Area=between 700 and 800 sq um, RSZ-0062 raised after global routing=true, Die Ht=roughly 80 um, layout cells sized above 1=about 54%, io pins=16, Seq. cell area=0 sq um, drt first-iter violations=5, largest net degree at the start of global routing=3, Final Hold Vio Count=0, Die W=80 um, Synth-to-Final Area Change=81.2%, startpoint types=input port, hold path depth=5, HP Class=in -> out, worst endpoint required time=3520 ps, flop count=0, post-synth top area cell=ha_1, Ant. Diodes=0, Pwr Density=between 400 and 500 nW/um^2, vias in the first global route=about 340, starting density of the core=around 13%, slowest cell delay on critical path=~550 ps, hold path startpoint=new_capacity[7], first-pass GRT wire length=roughly 1.6 mm, Crit Path Category=in -> out, fin crit period=roughly 5100 ps, leading cell types by count after synthesis=ha_1, buf_4, inv_1, Area leader share=between 50% and 60%, total chip power=roughly 0.34 mW, synthesized instance count=41, distinct lib cells=7, worst-path cell chain=buf_8, inv_4, fa_1, inv_1, ha_2, fa_1, ha_2, fa_1, ha_4, ha_4, ha_4, xor2_2, buf_4, xnor3_1, buf_2, register share after synthesis=0%, clkbuf count=0, CORE AREA=approximately 3400 sq um, cell with the most instances after synthesis=ha_1, Antenna Violating Nets Remaining=0, IO Port Bufs=16, Total Routed Length=between 700 and 800 um, OpenROAD warning count=39, max-slew violations=0, Yosys warning count=0, Fmax=197 MHz, Synth Cell Area=roughly 430 sq um, die area=~6400 sq um, Vias=303, top cells, area=ha_1, fa_1, buf_4, Crit path arrival time=~4200 ps, cell row count=21, Max Cap Violations=0, Yosys Chip Area=roughly 430 sq um, Setup crit end kind=primary output, vias per cell=~3, DRC Markers=0, area post-placement=~710 sq um, Final Cycle Share=115%, WHS Endpoint=parked[1], slowest stage cell, crit path=fa_1, Max IR drop VDD=approximately 320 uV, DR WL/cell=7.52 um, Initial DRT Pass Iterations=2, cell count listed in synth_stat.txt=between 40 and 50, antenna violations before repair=0, Setup WS post-layout=-677 ps
report_power, final:
group	leakage, nW	switching (mW)	internal [mW]
Combinational	0.368	0.103	0.237
Clock	0	0	0
Sequential	0	0	0
Total	0.368	0.103	0.237
kinds of logic (layout without fill, tap and decap cells):
family	count (synthesis)	in the layout	share of synthesized area (%)
buffers and inverters	16	32	20.9
adder cells (fa/ha/maj)	21	21	66.1
XOR/XNOR	4	4	13.0
worst max-delay path by stage:
| stage | start | endpoint | depth (start not counted) | slack, ps |
|---|---|---|---|---|
| CTS | new_capacity[0] | parked[3] | 15 | -730 |
| finish | new_capacity[1] | parked[3] | 15 | -680 |
| global route | new_capacity[1] | parked[3] | 15 | -780 |
worst max-delay path: cells and delay by family:
family	cells	cell delay (ps)
xor gates and xnor gates	2	450
adders and majority gates	8	2470
buffers and inverters	5	400
routing by layer:
| metal | track usage (%) | vias up | part of all wire, % |
|---|---|---|---|
| met5 | 0 | - | 0 |
| met4 | 0 | 0 | 0 |
| met3 | 0.455 | 0 | 5.9 |
| met2 | 5.22 | 9 | 44 |
| met1 | 3.62 | 141 | 50 |
| li1 | - | 153 | - |
what timing repair did:
| item | CTS | global route |
|---|---|---|
| endpoints found under the setup margin | 8 | 8 |
| hold endpoints to repair | 0 | 0 |
| gates resized | 31 | 10 |
| gates cloned | 0 | 0 |
| hold buffers | 0 | 0 |
| buffers inserted | 3 | 1 |
| pin swaps | 8 | 11 |
final cells by class:
type               instances  area [sq um]
well taps                 46          57.6
inverters                  8          40.0
multi-input cells         25           454
repair buffers            24           230
fillers                  377          2630
per-stage QoR:
step           cells  hold WS, ps  TNS [ps]  worst slack [ps]  utilization [%]
2_1_floorplan     41         1990     -1070              -460                -
3_3_place_gp     101         2940     -8320             -1450             20.8
3_5_place_dp     101         2920     -8270             -1450             20.8
4_1_cts          104         2900     -3110              -733             21.9
5_1_grt          103         2760     -2750              -779             22.9
6_report         103         2690     -2190              -677             22.9
layout by cell type, fill, tap and decap left out:
master and instances:
xnor3_1 1, xnor2_1 1, ha_2 2, clkdlybuf4s50_1 8, fa_1 3, inv_4 1
inv_2 2, dlymetal6s2s_1 1, xor2_2 1, buf_2 2, buf_8 2, buf_6 4
buf_4 7, ha_1 8, inv_8 1, inv_1 4, ha_4 8, xnor2_2 1
Power is estimated from default activity; no workload was simulated.
