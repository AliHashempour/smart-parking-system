**./run.sh**
```bash
#!/bin/bash
# OpenROAD 26Q1-2900-gdf79404cd8, Yosys 0.63+post, stock flow scripts
make -C /OpenROAD-flow-scripts/flow DESIGN_CONFIG=/design/flow/config.mk WORK_HOME=/design/flow/orfs finish
```
**./config.mk**
```make
export PLATFORM = sky130hd
export DESIGN_NAME = time_calculate
export DESIGN_NICKNAME = time_calculate
export VERILOG_FILES = /design/flow/design.v
export SDC_FILE = /design/flow/constraint.sdc
export NUM_CORES = 4
export LEC_CHECK = 1
export CORE_AREA = 10 10 70 70
export DIE_AREA = 0 0 80 80
```
**./constraint.sdc**
```tcl
current_design time_calculate

set clk_period 2.1
set clk_io_pct 0.2

create_clock -name clk0 -period $clk_period

set non_clock_inputs [all_inputs -no_clocks]
set_input_delay [expr $clk_period * $clk_io_pct] -clock clk0 $non_clock_inputs
set_output_delay [expr $clk_period * $clk_io_pct] -clock clk0 [all_outputs]
```
**./design.v**
```verilog
`timescale 1ns / 1ps
module adderSubtractor(
   input [7:0] A ,
	input [7:0] B ,
	input sel ,  
	output [7:0] S ,
	output cout
    );
	wire cout1, cout2, cout3, cout4, cout5, cout6, cout7;
	fullAdder ASD0(
		.a(A[0]) ,
		.b(B[0]) ,
		.cin(sel) ,
		.sel(sel) ,
		.sum(S[0]) ,
		.cout(cout1)
		);
	fullAdder ASD1(
		.a(A[1]) ,
		.b(B[1]) ,
		.cin(cout1) ,
		.sel(sel) ,
		.sum(S[1]) ,
		.cout(cout2)
		);
	fullAdder ASD2(
		.a(A[2]) ,
		.b(B[2]) ,
		.cin(cout2) ,
		.sel(sel) ,
		.sum(S[2]) ,
		.cout(cout3)
		);	
	fullAdder ASD3(
		.a(A[3]) ,
		.b(B[3]) ,
		.cin(cout3) ,
		.sel(sel) ,
		.sum(S[3]) ,
		.cout(cout4)
		);
		fullAdder ASD4(
		.a(A[4]) ,
		.b(B[4]) ,
		.cin(cout4) ,
		.sel(sel) ,
		.sum(S[4]) ,
		.cout(cout5)
		);
		fullAdder ASD5(
		.a(A[5]) ,
		.b(B[5]) ,
		.cin(cout5) ,
		.sel(sel) ,
		.sum(S[5]) ,
		.cout(cout6)
		);
		fullAdder ASD6(
		.a(A[6]) ,
		.b(B[6]) ,
		.cin(cout6) ,
		.sel(sel) ,
		.sum(S[6]) ,
		.cout(cout7)
		);
		fullAdder ASD7(
		.a(A[7]) ,
		.b(B[7]) ,
		.cin(cout7) ,
		.sel(sel) ,
		.sum(S[7]) ,
		.cout(cout)
		);
endmodule
`timescale 1ns / 1ps
module fullAdder(
	input a ,
	input b ,
	input cin,
	input sel ,
	output sum ,
	output cout
    );
	wire bAfterSelect;
	xor xorIC(bAfterSelect, b, sel);
	wire wab0, waci, wbci0;
	xor (sum, a, bAfterSelect, cin);
	and (wab0, a, bAfterSelect);
	and (waci, a, cin);
	and (wbci0, bAfterSelect, cin);
	or (cout, wab0, waci, wbci0);
endmodule
`timescale 1ns / 1ps
module time_calculate(
	time_out,
	time_in,
	time_total);
	input [7:0] time_out;
	input [7:0] time_in;
	output [7:0] time_total;
	wire cout;
	adderSubtractor as(time_out, time_in , {1'b1} , time_total, cout);
endmodule
```
==> results.txt <==
This memo summarizes the results of the implementation run.

Floorplanning
The number of placement rows is 21. The die is 80 µm wide. The core region area is approximately 3400 µm². In the floorplan report the effective utilization is 0.07875. 24 I/O pins were placed. After floorplanning, the die was sized to cover 6400 µm².

The die extent in y is about 80 µm.

Power
Internal power comes to approximately 0.075 mW. The sequential power share is 0. The switching part of the total power is 0.3324.

The switching component of the power was reported as about 0.037 mW. Summed over all cells, the static leakage comes to 0.2367 nW. The share of total power dissipated in the clock network is 0.

The power per cell area is 215.7 nW/µm². The combinational fraction of design power is 1.000. The maximum ir drop on the vdd rail is 0.08567 mV.

Timing
The number of max-slew violations in the final report is 0. For reference, the final report shows the hold violation count at 0. The most critical hold endpoint after final layout shows a slack of 1.458 ns.

Of the available clock period, the critical path in the final layout requires 1.652. For the final routed database, the setup TNS stands at -4.747 ns. Headroom to the max-slew limit came out at 0.9385. In this build the clock could be raised as far as 288.3 MHz. The critical path in the final layout is reported with a setup slack of -1.369 ns. The final setup violation count is 5. For the pin with the worst max-slew slack, the measured transition is slightly above 0.09 ns. The routed design could run at a clock period as short as between 3 and 4 ns. Setup repair after global routing could not meet its margin everywhere.

Logic synthesis
Yosys mapped the design onto 5 distinct sky130hd cell types. The area figure in the yosys stat output is 269.0 µm². The cell area after synthesis is 269.0 µm². The cell count after synthesis is 30. By area the synthesized netlist is led by fa_1 45%, buf_4 22%, inv_1 20%. In the post-synthesis netlist, the cell with the most instances is inv_1. A synthesized cell averages 8.967 µm². Of all cell types, the one taking the most synthesized area is fa_1.

The number of cell instances after yosys synthesis is 30. The synthesis run shows the most used standard cells to be 14 x inv_1, 8 x buf_4, 6 x fa_1, 1 x ha_1, 1 x xor3_1. The share of synthesized area in the top cell type comes to 0.4465. The tally of yosys warning messages is 0. The sequential cell area fraction in the yosys report is 0.

Placed design
The buffer_ports step reported a buffer count of 24. The placement summary gives the final routability congestion estimate as 0.7857. The detailed-placement wirelength estimate is 703.8 µm. The post-placement cell count is 92.

Worst setup path
STA classifies the critical path endpoint as a primary output. The type of the worst setup path is in2out. The maximum fanout count along the critical path is 1. According to the timing report, the data required time at the worst endpoint equals 1.68 ns. The nature of the critical path startpoint is a primary input. The arrival time at the worst endpoint is 3.05 ns.

GRT
The global-route usage over all layers is 0.02116. The initial antenna violation count is 0. The aggregate global routing overflow is 0. The pin count of the biggest net entering global routing is 2. The first-pass GRT wire length is between 1000 and 1500 µm. The number of global-route vias before repair is roughly 250.

Finish
The flow measured a signed area growth from synthesis to layout of 92.56%. The final layout contains a sequential cell count of 0. The final core utilization is 0.1516.

The count of placed standard cells in the final layout, fillers left out is 92. The layout summary lists the proportion of cells stronger than drive strength 1 as 0.4348. In the finished layout, the clock tree contains a buffer count of 0.

The filler cells instantiated in the layout total 382. The footprint of the flip-flops and latches is 0 µm².

Drt
The final antenna diode count is 0. The wire length recorded after detailed routing is about 700 µm. Nets still carrying antenna violations after routing amount to 0. The total number of vias is 208.

In the log, the iteration count for the first detailed-route pass is 2. Using the TritonRoute via totals, the vias-per-cell ratio works out to roughly 2.3. The violation count after the first detailed-route iteration is 3. The average wire length per cell after detail routing is between 7 and 8 µm.

Per the detail_route report, DRC violations left total 0.

Min path
Note that the worst hold path type here is in2out.

Clock tree
Buffers added to address setup during post-CTS repair amount to 0.

Job
The tally of max-capacitance violations is 0. The total number of warnings across the stage logs is 35.

Status
The flow ran to the end, but the final reports show violations. The final reports fail on setup timing.
[path summary, 6_finish.rpt]
check / cells after the start / slack, ns / to / from
worst max-delay path: 11 / -1.37 / time_total[6] / time_out[0]
worst min-delay path: 4 / 1.46 / time_total[0] / time_in[0]
[power by group through the flow]
stage     logic [mW]  registers [mW]  clock network (mW)
4_1_cts        0.116               0                   0
5_1_grt        0.131               0                   0
6_report       0.112               0                   0
[layer usage]
metal  vias to the layer above  global-route usage  wire (µm)
met3                         0             0.02500        232
met1                        82             0.02824        315
li1                        102                   -          -
met2                        24             0.02167        151
met5                         -                   0          0
met4                         0                   0          0
[cell type report]
type,instances,area [µm²],area share
Timing Repair Buffer,24,211.5,0.4082
Multi-Input combinational cell,8,183.9,0.3551
Inverter,14,65.06,0.1256
Tap cell,46,57.56,0.1111
[what timing repair did]
item                       CTS  global route
pin swaps                    8             7
setup endpoints to repair    8             7
hold endpoints to repair     0             0
hold buffers                 0             0
gates cloned                 0             0
resized                     34             6
[worst max-delay path: stages]
cell	delay (ns)
buf_8	0.09
inv_12	0.03
ha_4	0.14
fa_2	0.33
fa_2	0.35
fa_2	0.35
fa_2	0.34
fa_2	0.34
fa_2	0.53
inv_2	0.03
buf_2	0.10
[per-stage QoR]
stage	instance area [µm²]	total power, mW	worst slack [ns]
2_1_floorplan	309.0	0.07408	-1.231
3_3_place_gp	546.8	0.1354	-2.264
3_5_place_dp	546.8	0.1351	-2.275
4_1_cts	520.5	0.1164	-1.867
5_1_grt	518.0	0.1311	-1.436
6_report	518.0	0.1117	-1.369
[placed cells by master (no fill, tap or decap)]
cell | synthesis | final
buf_2 | 0 | 6
buf_6 | 0 | 1
buf_8 | 0 | 1
clkbuf_2 | 0 | 1
clkdlybuf4s15_1 | 0 | 1
clkdlybuf4s50_1 | 0 | 14
fa_2 | 0 | 6
ha_4 | 0 | 1
inv_1 | 14 | 10
inv_12 | 0 | 1
inv_2 | 0 | 3
xor3_1 | 1 | 1
[cells by family (layout without fill, tap and decap cells)]
family	after synthesis	after routing	synth area share
buf+inv	22	38	0.4186
fa+ha+maj	7	7	0.4930
xor+xnor	1	1	0.08836
Power figures rest on the tool's default switching activity, not on a simulated workload.
